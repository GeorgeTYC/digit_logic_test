`design.v`:
```
module test3(clk,rst,rst_num,seg,seg_on);
	input clk;
	input rst; 
	input rst_num; 
	output reg[7:0] seg; 
	output reg[1:0] seg_on; 
	reg[7:0] seg_num[15:0]; 
	reg onMSChange; 
	reg[7:0] sum;
	reg[4:0] shake_cnt;
	reg[16:0] clk_count;	
	reg[16:0] cnt_num;
	reg mode;
	initial
		begin
		seg_num[0] <= 8'b11111100;
		seg_num[1] <= 8'b01100000;
		seg_num[2] <= 8'b11011010;
		seg_num[3] <= 8'b11110010;
		seg_num[4] <= 8'b01100110;
		seg_num[5] <= 8'b10110110;
		seg_num[6] <= 8'b10111110;
		seg_num[7] <= 8'b11100000;
		seg_num[8] <= 8'b11111110;
		seg_num[9] <= 8'b11110110;
		seg_num[10] <= 8'b11101110;
		seg_num[11] <= 8'b00111110;
		seg_num[12] <= 8'b10011100;
		seg_num[13] <= 8'b01111010;
		seg_num[14] <= 8'b10011110;
		seg_num[15] <= 8'b10001110;
		seg <= 8'b0;
		seg_on <= 2'b10;
		clk_count <= 0;
		onMSChange <= 0;
		shake_cnt <= 0;
		sum <= 8'd0;
		cnt_num <= 13000;
		mode <= 0;
		end
	always@(posedge clk)
			begin
			if(clk_count >= 44800)
				begin
				clk_count <= 0;
				onMSChange <= 1;
				end
			else
				begin
				clk_count <= clk_count + 1;
				onMSChange <= 0;
				end
			end
	always@(posedge onMSChange)
		begin
			if(rst_num)
				begin
				if(shake_cnt <= 10)
					begin
					shake_cnt <= shake_cnt + 1;
					end
				if(shake_cnt == 10)
					begin
					sum <= sum + 8'd1;
					end
				end
			else
				begin
				shake_cnt <= 0;
				end
		if(sum[3:0] >= 4'd10)
			begin
			sum[7:4] <= sum[7:4] + 1;
			sum[3:0] <= sum[3:0] - 10;
			end
		if(sum[7:4] == 4'd9)
			begin
			sum <= 8'd0;
			end
		if(rst)
			begin
			sum <= 8'd0;
			end
			if(seg_on == 2'b01)
				begin
				seg_on <= 2'b10;
				end
			else
				begin
				seg_on <= seg_on << 1 | 1;
				end
				if(seg_on == 2'b10)
					begin
					seg <= seg_num[sum[7:4]];
					end
				else if(seg_on == 2'b01)
					begin
					seg <= seg_num[sum[3:0]];
					end
		end
endmodule
```
`run.sh`:
```
#!/bin/bash
# OpenROAD 26Q1-2900-gdf79404cd8, Yosys 0.63+post, stock flow scripts
make -C /OpenROAD-flow-scripts/flow DESIGN_CONFIG=/design/flow/config.mk WORK_HOME=/design/flow/orfs finish
```
`config.mk`:
```
export PLATFORM = sky130hd
export DESIGN_NAME = test3
export DESIGN_NICKNAME = test3
export VERILOG_FILES = /design/flow/design.v
export SDC_FILE = /design/flow/constraint.sdc
export NUM_CORES = 4
export LEC_CHECK = 1
export CORE_UTILIZATION = 30
```
`constraint.sdc`:
```
current_design test3

set clk_period 2.5
set clk_io_pct 0.2

create_clock -name clk0 -period $clk_period [get_ports {clk}]

set non_clock_inputs [all_inputs -no_clocks]
set_input_delay [expr $clk_period * $clk_io_pct] -clock clk0 $non_clock_inputs
set_output_delay [expr $clk_period * $clk_io_pct] -clock clk0 [all_outputs]
```
==> notes.md <==
Summary of the current implementation state.

- Yosys attributes the largest share of cell area to dfxtp_1 32%, ha_1 12%, edfxtp_1 10%.
- The placement report lists the number of port buffers as 11.
- The power density relative to cell area is 236 mW/mm^2, for reference.
- The worst setup path is of the reg2reg kind.
- The setup-violating endpoint count in the final report is 0, for reference.
- The worst path uses 64.6% of the clock period.
- For this run, the number of Yosys warnings is 1.
- Routability-driven placement finished with a final weighted congestion of 0.836.
- Setup total negative slack on the finished layout was measured at 0 ns.
- The worst setup slack after layout is 0.884 ns, for reference.
- The max-cap check violation count is 0, for reference.
- Fill cells in the final layout number between 600 and 700.
- Setup repair after global routing left no endpoint under its margin.
- The flow ran to the end, and the final reports show no timing, DRC or antenna violations.
- Of the synthesized area, sequential elements account for 42.4%.
- The peak fanout along the critical path is 6, for reference.
- TritonRoute reported its final design rule violation total as 0.
- The largest total area in the synthesized netlist belongs to dfxtp_1.
- Per the CTS log, the maximum H-tree level is 1.
- Looking at the VDD voltage map, the peak drop is 293 uV.
- The instance tally after logic synthesis is about 230, for reference.
- The horizontal die dimension reported for this design is ~85 um.
- The average instance area after synthesis is 9.14 um^2, for reference.
- Summing over every cut layer, the via total after detailed routing is 1,466.
- The TritonCTS clock tree is yes, for reference.
- The number of ports placed on the die boundary is 13, for reference.
- The number of library cell types mapped by synthesis is roughly 42, for reference.
- The number of instances resized during post-cts repair is 0, for reference.
- For this run, the detailed router's first-pass iteration total came to 12.
- 38 endpoints have no timing constraint.
- The first-pass GRT wire length is 5.95 mm, for reference.
- The stage delay of the slowest cell on the critical path is 0.47 ns, for reference.
- For this run, the script counts the antenna cells in the layout as 0.
- The post-synth design cell area is 0.00206 mm^2, for reference.
- The number of global-route vias before repair is 1,393, for reference.
- The worst path needs 1.62 ns of the cycle, external delays included.
- OpenROAD emitted warnings numbering 38.
- The clock buffer count from CTS is 3, for reference.
- The clock-pin slew of the registers on the worst-case setup and hold paths is about 0.060 ns, for reference.
- The synthesized netlist has a Yosys-reported chip area of between 0.002 and 0.0025 mm^2.
- At the floorplan stage, the core utilization is reported as 31.7%.
- The worst setup path is captured at a register.
- The slew check shows that the tightest pin keeps a relative margin of between 50% and 60%.
- With fillers left out, the area of the finished cells amounts to 0.00230 mm^2.
- The share of synthesized area in the top cell type comes to about a third.
- On the final layout, the worst clock skew is 0.00115 ns.
- The worst min-delay path category is reg2reg, for reference.
- The top cell type in the final layout, fill and taps aside, is dfxtp_1.
- TritonRoute output was used to compute an average wire per cell of 9.96 um.
- From bottom edge to top edge, the die measures 84.8 um.
- The design draws 0.542 mW.
- The critical path startpoint category is a register, for reference.
- The number of buffers inserted to repair setup after CTS is 0, for reference.
- After clock tree synthesis, the flow added hold-fix buffers numbering 0.
- The combined global-route utilization of all metal layers is around a tenth, for reference.
- Looking at the max-slew report, the worst-margin pin has a slew of 0.717 ns.
- Data arrives at the worst endpoint at about 1.8 ns.
- For this design the static power due to leakage is 0.856 nW.
- The post-detailed-route via-to-cell ratio is 4.67, for reference.
- The critical path required time is about 2.7 ns, for reference.
- The signed area change from the synthesized netlist to the final layout is 11.7%, for reference.
- The post-route utilization of the core is recorded as 35.3%.
- The initial antenna violation count is 0.
- The count of unclocked register or latch pins is 22, for reference.
- Per the final layout report, the fraction of cells sized above drive strength 1 comes to 5.49%.
- The pre-CTS setup slack is 0.902 ns, for reference.
- By instance count after routing, the leading logic cell types are 33 x dfxtp_1, 23 x inv_1, 22 x nor2_1.
- The number of cells in the yosys synthesis report is 225, for reference.
- According to the floorplan report, the placeable core area is between 0.006 and 0.007 mm^2.
- The highest clock frequency the design can meet is 0.619 GHz, for reference.
- For reference, the final report shows the hold violation count at 0.
- The critical path goes through nand4_2 > or3_1 > or4_1 > a21oi_1.
- The placed instances occupy a cell area of 0.00225 mm^2.
- The final HPWL from detailed placement is 2.36 mm, for reference.
- The later pin in the worst-skew pair is clocked with a latency of 0.24 ns.
- The overall die area is 0.00719 mm^2, for reference.
- For this block, the initial DRC count from the detailed router was ~45.
- The row count is 29, for reference.
- CTS reports a maximum clock tree buffer depth of 2.
- The overflow left after global routing is 0, for reference.
- Entering global routing, the biggest net connects 23 pins.
- Synthesis inferred around 40 register bits.
- Pins over their slew limit in the final report were tallied at 0.
- The detailed router reported a total wirelength of 3.13 mm.
- The clock root buffer is clkbuf_8, for reference.
- The tally of nets with antenna violations remaining after routing is 0, for reference.
- The cell with the largest stage delay on the worst path is or4_1, for reference.
## cell usage after synthesis (all sizes together)
cell     n
xnor2   12
buf      1
and4     3
nand2   16
o21a     1
a22oi    1
o21ai    9
or2b     1
dfxtp   33
nor4     3
ha      19
clkbuf   3
nor3b    1
nor2    22
mux2i    3
mux2     3
nand3    7
o31ai    1
a21oi   14
edfxtp   7
o211ai   1
a22o     1
or4      1
nand4    8
nor3     7
or3      5
o31a     1
a21o     1
a41oi    1
xor2     3
and3     1
a31oi    4
conb     1
a311oi   1
nor2b    2
a221oi   1
a32oi    2
a31o     1
inv     23
## path summary, 6_finish.rpt
kind / startpoint / end / slack, ns / cells past startpoint
worst min register to register: clk_count[16] / clk_count[15] / 0.41 / 1
worst max register to register: clk_count[6] / clk_count[15] / 0.88 / 4
worst min-delay path: clk_count[16] / clk_count[15] / 0.41 / 1
worst max-delay path: clk_count[6] / clk_count[15] / 0.88 / 4
## logic make-up (layout without fill, tap and decap cells)
kind of cell	count (synthesis)	in the layout	synth area share [%]
simple gates	77	77	19.2
flops	40	40	42.4
fa+ha+maj	19	19	11.6
other cells	1	2	0.182
buf+inv	27	38	5.11
mux	6	6	3.10
compound gates	40	40	12.1
xor+xnor	15	15	6.39
## metal layers
layer	vias to the layer above	global-route usage, %	wire, um
met5	-	0	0
met4	0	0.616	0
met3	0	0.598	45
met2	15	17.1	1430
met1	644	14.5	1650
li1	807	-	-
## sequential cells by signal, summed over array words and instances, names as in the netlist
name and flops:
clk_count 17, onMSChange 1, seg 7, seg_on 2, shake_cnt 5, sum 8
## power by group
| group | switching [mW] | leakage [nW] | internal, mW |
|---|---|---|---|
| Combinational | 0.0144 | 0.505 | 0.0115 |
| Sequential | 0.0106 | 0.329 | 0.312 |
| Clock | 0.0864 | 0.0216 | 0.107 |
| Total | 0.111 | 0.856 | 0.431 |
## cell type report
class / instances / area [um^2] / area share (%)
clock buffer: 3 / 41.3 / 1.80
inverter: 23 / 86.3 / 3.76
multi-input combinational: 159 / 1080 / 47.2
sequential: 40 / 871 / 37.9
tap: 77 / 96.3 / 4.20
timing repair buffer: 12 / 118 / 5.12
## critical path, delay by kind of cell, from the launching register on
family / cells / cell delay, ns
AND-OR/OR-AND: 1 / 0.14
flip-flops: 1 / 0.41
AND/OR/NAND/NOR: 3 / 1.00
## stage by stage
| stage | std cells | hold WS, ns |
|---|---|---|
| after floorplan | 226 | 0.390 |
| after global placement | 311 | 0.413 |
| after detailed placement | 311 | 0.410 |
| after CTS | 314 | 0.419 |
| after global routing | 314 | 0.432 |
| final | 314 | 0.414 |
No activity file was given, so power comes from the tool's default toggle rates.
