--- design/flow/constraint.sdc ---
current_design led

set clk_period 4.0
set clk_io_pct 0.2

create_clock -name clk0 -period $clk_period [get_ports {clk}]

set non_clock_inputs [all_inputs -no_clocks]
set_input_delay [expr $clk_period * $clk_io_pct] -clock clk0 $non_clock_inputs
set_output_delay [expr $clk_period * $clk_io_pct] -clock clk0 [all_outputs]
--- design/flow/config.mk ---
export PLATFORM = sky130hd
export DESIGN_NAME = led
export DESIGN_NICKNAME = led
export VERILOG_FILES = /design/flow/design.v
export SDC_FILE = /design/flow/constraint.sdc
export NUM_CORES = 4
export LEC_CHECK = 1
export CORE_UTILIZATION = 30
--- design/flow/run.sh ---
#!/bin/bash
# OpenROAD 26Q1-2900-gdf79404cd8, Yosys 0.63+post, stock flow scripts
make -C /OpenROAD-flow-scripts/flow DESIGN_CONFIG=/design/flow/config.mk WORK_HOME=/design/flow/orfs finish
--- design/flow/design.v ---
module led(clk, rst_n, r, g, b);
input clk;
input rst_n;
output r, g, b;
reg [15:0] wheel_pos;
reg [7:0] r_buf,g_buf,b_buf;
reg [31:0] div_buffer;
wire clk;
reg div_clk;
pwm pwm_r(r, r_buf, clk);
pwm pwm_g(g, g_buf, clk);
pwm pwm_b(b, b_buf, clk);
always@(posedge clk) 
begin
	if(div_buffer < 50000)
	begin
		div_buffer <= div_buffer + 1;
	end
	else
	begin
		div_clk <= ~div_clk;
		div_buffer <= 0;
	end
end
always@(posedge div_clk)
begin
	if(wheel_pos < 765)
		wheel_pos <= wheel_pos + 1;
	else
		wheel_pos <= 0;
	if(wheel_pos < 255)
	begin
		r_buf <= 255 - wheel_pos;
		g_buf <= 0;
		b_buf <= wheel_pos;
	end
	else if(wheel_pos < 510)
	begin
		r_buf <= 0;
		g_buf <= (wheel_pos - 255);
		b_buf <= 255 - (wheel_pos - 255);
	end
	else
	begin
		r_buf <= (wheel_pos - 510);
		g_buf <= 255 - (wheel_pos - 510);
		b_buf <= 0;
	end
end
endmodule
module pwm(out, duty, clk);
output reg out;
input [7:0] duty;
input clk;
reg [7:0] buffer;
always@(posedge clk)
begin
	buffer <= buffer + 1;
	if(buffer < duty)
	begin
		out <= 0;
	end
	else
	begin
		out <= 1;
	end
end
endmodule
==> impl_metrics.tcl <==
# place-and-route summary
set metrics [dict create \
    status "finished, final reports clean" \
    cts_tree "done" \
    ff_type "dfxtp_1" \
    yosys_area_um2 4030 \
    grt_max_degree 42 \
    unclocked_regs 40 \
    synth_cells 411 \
    ys_ff 100 \
    gp_congestion 0.887 \
    fp.coreArea_um2 12900 \
    reg2regPathDepth 4 \
    clkTransAtPathRegs_ps 50 \
    viasPerCell 4.42 \
    hp-start "pwm_b.buffer[0]" \
    seq_power_share_pct 44.7 \
    finClkSkew_ps 4.43 \
    grt_util_all_layers_pct 9.99 \
    die_w_um 118 \
    grt_pass1_wl_um 11500 \
    final_antenna_net_count 0 \
    rsz0062_at_grt "no" \
    worstPathMaxFanout 1 \
    cap_violations 0 \
    hpwl_um 4490 \
    cp.arrival_ps 1080 \
    hp-class "flop to flop" \
    worst_pin_slew_ps 872 \
    cellPowerDensity_nw_per_um2 297 \
    dpl.cell_count 595 \
    swShare_pct 19.0 \
    warnings 27 \
    ys_warn_count 2 \
    via_count 2699 \
    cts.path.max_buffers 2 \
    unconstrained_endpoints 34 \
    cts_hold_buf 0 \
    grt_overflow 0 \
    drc_errors 0 \
    slew_headroom_pct 41.4 \
    drv_slew 0 \
    root_buffer "clkbuf_16" \
    combPwrFrac_pct 0.2 \
    whs_endpoint "pwm_b.buffer[0]" \
    path_class "flop to primary output" \
    hold_depth 1 \
    startpoint_type "flop" \
    r2r_setup_slack_ps 2460 \
    synth-edff-count 1 \
    ys_seq_share_pct 50.0 \
    cp_cell_sequence "clkdlybuf4s50_1" \
    top_cells_by_area "dfxtp_1, ha_1, xnor2_1" \
    finalSetupViolations 0 \
    yosys-stat-cells 411 \
    dr.pass1.iters 4 \
    antenna_found_initial 0 \
    cp_slowest_stage_delay_ps 450 \
    port-buffer-count 3 \
    clock_power_share_pct 55.0 \
    cp_num_buf_inv 1 \
    final.period_utilization_pct 47.0 \
    instances_no_fill 611 \
    p_int_uw 1110 \
    grt_pass1_vias 2627 \
    syn2layout_area_growth_pct 14.2 \
    cts_max_level 3 \
    wirelength_um 6230 \
    drtIter0Drc 150 \
    numCtsBuffers 9 \
    switchingPower_uw 260 \
    leakagePower_uw 0.00186 \
    hold_violations 0 \
    final.min_clock_period_ps 1880 \
    die_area_um2 13900 \
    finalSetupTns_ps 0 \
    r2r_start "div_buffer[6]" \
    crit_required_ps 3200 \
    crit-reg2reg-capture "div_clk" \
    ys_types 45 \
    post_cts_resized 0 \
    syn_area_per_cell_um2 9.80 \
    initial_core_util_pct 31.3 \
    ios 5 \
    top_area_share_pct 49.2 \
    syn_area_um2 4030 \
    fmax_ghz 0.532 \
    slowest_stage "clkdlybuf4s50_1" \
    antennaDiodeCount 0 \
    critPathTopFamily "buffers and inverters" \
    clkLatencyLatePin_ps 310 \
    rows 41 \
    wl_per_cell_um 10.2 \
    async_flop_share_pct 0 \
    yosys.area.top_type "dfxtp_1" \
    fp.dieH_um 118 \
    cp-end-kind "primary output" \
    vdd_drop_max_mv 0.173 \
    drive_gt1_share_pct 5.69 \
    post_cts_buffers 0 \
]
routing by layer:
layer  global-route usage, %  vias up  routed length (um)
li1                        -     1424                   -
met1                    15.6     1233                3260
met2                    15.0       36                2710
met3                    1.78        6                 194
met4                    1.44        0                  68
met5                       0        -                   0
power groups by stage:
| stage | clock network [uW] | logic (uW) | registers [uW] |
|---|---|---|---|
| 6_report | 752 | 2.98 | 611 |
| 5_1_grt | 805 | 4.41 | 611 |
| 4_1_cts | 769 | 3.23 | 611 |
kinds of logic after synthesis:
family                     Yosys count  synth area share (%)
and+or+nand+nor                    136                  17.1
DFF                                100                  50.0
AOI/OAI and AO/OA                   52                  9.01
buffers and inverters               47                  4.82
xor gates and xnor gates            43                  9.35
adders and majority gates           28                  8.70
muxes                                4                 0.994
other                                1                0.0931
state kept, by name, indices dropped and copies added, names as in the netlist, 8 cells and up:
register and flops:
div_buffer 32, wheel_pos 16, b_buf 8, g_buf 8, pwm_b.buffer 8, pwm_g.buffer 8, pwm_r.buffer 8, r_buf 8
worst max-delay path by stage:
stage,start,to,slack [ps],cells after the start
5_1_grt,pwm_b.out,b,2060,1
6_report,pwm_b.out,b,2120,1
4_1_cts,pwm_b.out,b,2090,1
cells in the final DEF (no fill, tap or decap), types with 2 or more instances in the layout:
cell             instances
nor3_1                   7
and3_1                  10
o22ai_1                  2
inv_1                   33
a211o_1                  3
xnor2_1                 25
nand3_1                 16
o21ai_0                  7
nand2_1                 23
ha_1                    28
dfxtp_1                 99
a21oi_1                 11
conb_1                  22
or4_4                    2
nor2_1                  45
a221oi_1                 3
a21o_1                   7
xor2_1                  18
a31oi_1                  3
nand4_1                  8
buf_4                    2
clkbuf_16                9
nor4_1                   6
clkinv_2                 2
o21a_1                   2
clkdlybuf4s50_1          3
mux2i_1                  4
o221ai_1                 2
o2111ai_1                3
a221o_1                  2
nand2b_1                 7
and4_1                   6
per-stage QoR:
step           worst slack, ps  instance area, um^2  util, %  hold slack [ps]  power (uW)
6_report                  2120                 4600     35.7              416        1370
5_1_grt                   2060                 4600     35.7              438        1420
4_1_cts                   2090                 4600     35.7              417        1380
3_5_place_dp              2430                 4300     33.4              408         627
3_3_place_gp              2430                 4300     33.4              405         626
2_1_floorplan             2340                 4110        -              386         625
area by class of cell:
cell class              count  area (um^2)
clock buffers              10          239
clock inverters             6         62.6
fillers                  1259         8280
inverters                  33          124
multi-input cells         285         1900
flip-flops and latches    100         2010
well taps                 172          215
repair buffers              5         45.0
cell usage after synthesis (2+ instances only):
cell type  instances
a221oi_1           3
nor3_1             7
dfxtp_1           99
or4_4              2
nand4_1            8
o2111ai_1          3
ha_1              28
nand2_1           23
xnor2_1           25
clkbuf_1          10
and4_1             6
nor2_1            45
a211o_1            3
o21a_1             2
buf_2              2
o22ai_1            2
o21ai_0            7
a31oi_1            3
a21o_1             7
xor2_1            18
nand3_1           16
mux2i_1            4
buf_6              2
nor4_1             6
inv_1             33
o221ai_1           2
a21oi_1           11
nand2b_1           7
a221o_1            2
and3_1            10
Power figures rest on the tool's default switching activity, not on a simulated workload.
