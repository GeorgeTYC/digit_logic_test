==> /design/flow/design.v <==
module count_num_4(clk,key,res,digit_seg,digit_con);
	input clk;
	input key;
	input res;
	output reg[7:0] digit_seg;
	output[1:0] digit_con;
	reg[7:0] count_num=8'b0000000;
	reg[31:0] div_count;
	reg digit;
	reg lo_key,lo_res;
	reg [19:0]tcnt1,tcnt2;
	always @(posedge clk or negedge res)	 
	begin
	if(!res)tcnt1<=20'd0;
	else tcnt1<=tcnt1+1;
	end
	always @(posedge clk or negedge res)
	begin
	if(!res)lo_res<=0;
	else if(tcnt1==20'hfffff)lo_res<=res;
	end
	always @(posedge clk or negedge key)
	begin
	if(!key)tcnt2<=20'd0;
	else tcnt2<=tcnt2+1;
	end
	always @(posedge clk or negedge key)
	begin
	if(!key)lo_key<=0;
	else if(tcnt2==20'hfffff)lo_key<=key;
	end
	always @(posedge clk)
		div_count<=div_count+1;
	always @(posedge div_count[10])
		digit<=~digit;
	assign digit_con={digit,~digit};
	always @(posedge lo_key or posedge lo_res)
		begin
		if(lo_res)
		count_num<=0;
		else if(lo_key)
		count_num<=count_num+1;
		end
	reg[3:0]ten=4'd0;
	reg[3:0]one=4'd0;
	integer i;
	always @(count_num)   
		begin
		ten=4'd0;
		one=4'd0;
		for(i=6;i>=0;i=i-1)
		begin
		if(ten>4)
		ten=ten+4'd3;
		if(one>4)
		one=one+4'd3;
		ten=ten<<1;
		ten[0]=one[3];
		one=one<<1;
		one[0]=count_num[i];
		end
		end
	always @(posedge div_count[10])
		begin
		if(digit)
		begin
			case(ten)
			4'd0:digit_seg<=8'b11111100;
			4'd1:digit_seg<=8'b01100000;
			4'd2:digit_seg<=8'b11011010;	
			4'd3:digit_seg<=8'b11110010;
			4'd4:digit_seg<=8'b01100110;
			4'd5:digit_seg<=8'b10110110;
			4'd6:digit_seg<=8'b10111110;
			4'd7:digit_seg<=8'b11100000;
			4'd8:digit_seg<=8'b11111110;
			4'd9:digit_seg<=8'b11110110;
			endcase
		end
		if(~digit)
		begin
			case(one)
			4'd0:digit_seg<=8'b11111100;
			4'd1:digit_seg<=8'b01100000;
			4'd2:digit_seg<=8'b11011010;	
			4'd3:digit_seg<=8'b11110010;
			4'd4:digit_seg<=8'b01100110;
			4'd5:digit_seg<=8'b10110110;
			4'd6:digit_seg<=8'b10111110;
			4'd7:digit_seg<=8'b11100000;
			4'd8:digit_seg<=8'b11111110;
			4'd9:digit_seg<=8'b11110110;
			endcase
		end
	end
	endmodule
==> /design/flow/run.sh <==
#!/bin/bash
# OpenROAD 26Q1-2900-gdf79404cd8, Yosys 0.63+post, stock flow scripts
make -C /OpenROAD-flow-scripts/flow DESIGN_CONFIG=/design/flow/config.mk WORK_HOME=/design/flow/orfs finish
==> /design/flow/config.mk <==
export PLATFORM = sky130hd
export DESIGN_NAME = count_num_4
export DESIGN_NICKNAME = count_num_4
export VERILOG_FILES = /design/flow/design.v
export SDC_FILE = /design/flow/constraint.sdc
export NUM_CORES = 4
export LEC_CHECK = 1
export CORE_UTILIZATION = 40
==> /design/flow/constraint.sdc <==
current_design count_num_4

set clk_period 5.2
set clk_io_pct 0.2

create_clock -name clk0 -period $clk_period [get_ports {clk}]

set non_clock_inputs [all_inputs -no_clocks]
set_input_delay [expr $clk_period * $clk_io_pct] -clock clk0 $non_clock_inputs
set_output_delay [expr $clk_period * $clk_io_pct] -clock clk0 [all_outputs]
==> Changelog: implementation <==
### Changed

- Synth Area per Inst: 9.61 um2
- Lkg Pwr: 1.73 nW
- Layout Skew: 0.00530 ns
- TritonCTS clock tree: yes
- Clk pin slew, worst setup/hold paths: 0.08 ns
- Worst Hold Class: reg -> reg
- Largest net degree at the start of global routing: 26
- Cell Area, Synth: 3760 um2
- Row cnt: 34
- Worst Hold Depth: 1
- Cells after Synth: 391
- Layout cells sized above 1: 6.31%
- Die W: 98.9 um
- Status: completed
- RR Startpoint: tcnt1[0]$_DFF_PN0_
- Max transition margin: 51.6%
- PostCTS Resize Cnt: 0
- Routed WL: 6470 um
- Complex Gates by Area: 12.7%
- RSZ-0062 raised after global routing: no
- Layout area overhead: 7.13%
- Crit. End Element: flop
- Io pins: 13
- Registers, synthesis: 69
- Vias in the first global route: 2610
- Cell Type Count: 66
- Core ar.: 8890 um2
- Setup slack, reg-to-reg: 3.21 ns
- Clk latency of the worst-skew pair: 0.30 ns
- CTS Buffer Depth: 2
- # Post-CTS Setup Buffers: 0
- Antenna-violating nets left: 0
- # Cells Yosys: 391
- PortBufs: 12
- Pwr/cell area: 162 nW/um2
- Max-slew violations: 0
- Crit Path Max Fanout: 4
- R2R cell count: 8
- H-tree levels: 2
- Total global routing overflow: 0
- Gp weighted congestion: 0.815
- Crit path DRT: 5.39 ns
- Seq share, synth: 43.3%
- Root buf cell: clkbuf_8
- Diode count: 0
- Fin cells: 504
- Worst VDD drop: 239 uV
- R2r endpoint: lo_res$_DFFE_PN0N_
- Yosys warning total: 1
- Start point of the critical path: tcnt1[0]$_DFF_PN0_
- Drt pass-1 iters: 4
- Critical path class: reg -> reg
- Final period util: 38.3%
- Critical path startpoint category: flop
- Count of unclocked register or latch pins: 16
- Hold Buf Count CTS: 0
- Basic Gates by Area: 19.8%
- Xor/xnor share: 14.0%
- Crit path arrival time: 2.18 ns
- Detailed-route via count: 2726
- Top non-seq family: simple AND/OR/NAND/NOR gates
- Post-route core utilization: 45.3%
- Initial antenna violation count: 0
- Via density: 5.41
- GRT Overall Usage: 15.1%
- First-pass GRT wire length: 12000 um
- Initial cell density of the core: 42.2%
- Hold endpoint: div_count[0]$_DFF_P_
- Most used logic cell in the final layout: dfrtp_1
- Net Sw Power: 0.000128 W
- Max_cap viols: 0
- Crit path time final: 1.99 ns
- Final total power: 0.000653 W
- Residual DRC: 0
- Detail Placement HPWL: 4660 um
- EDFF count, synth: 0
- Initial drt markers: 179
- Endpoints left unconstrained: 26
- Min-Delay Startpoint: div_count[0]$_DFF_P_
- OpenROAD warning count: 31
- Die height: 98.9 um
- Final Hold Viols: 0
- Placed cells: 496
- Internal power: 0.000525 W
- Setup Viol. Count Final: 0
- Mux area share: 2.00%
- Top cells excl fill/tap: 49 x dfrtp_1, 40 x xnor2_1, 39 x nand2_1, 30 x nor2_1, 28 x nand3_1
- Adder share: 4.00%
- F_max: 0.502 GHz
- Clock power share: 35.0%
- Wire length per cell: 12.8 um
- Number of CTS-inserted buffers: 5
- Yosys synthesis chip area: 3760 um2
- Power share of the sequential group: 63.5%
- TNS Setup: 0 ns
- Worst-Margin Slew: 0.726 ns
- Dominant register cell: dfrtp_1
- Async S/R FF share, synth: 71.0%
- Die area: 9780 um2
- Combinational group share of total power: 1.5%
- Sw Ratio: 19.6%
-- stage by stage --
step                setup WS [ns]  area [um2]  hold slack [ns]
floorplan                    3.38        3760            0.391
global placement             3.12        3930            0.407
detailed placement           3.12        3930            0.410
CTS                          3.21        4020            0.428
global route                 3.09        4020            0.460
finish                       3.21        4020            0.422
-- cell families (layout without fill, tap and decap cells) --
logic type | count (synthesis) | in the layout
xor gates and xnor gates | 59 | 59
adders and majority gates | 12 | 12
buffers and inverters | 33 | 38
and+or+nand+nor | 147 | 147
DFF | 69 | 69
muxes | 7 | 7
AOI/OAI and AO/OA | 64 | 64
-- worst max path at each step --
stage	to	slack, ns	cells past startpoint
CTS	lo_res$_DFFE_PN0N_	3.21	8
finish	lo_res$_DFFE_PN0N_	3.21	8
global route	lo_res$_DFFE_PN0N_	3.09	8
-- cells in the mapped netlist (all sizes together) (2+ instances only) --
library cell | n | share of area, %
o311ai | 2 | 0.47
dfrtp | 49 | 33
o22ai | 3 | 0.50
o221a | 3 | 0.90
nor2 | 31 | 3.3
xnor2 | 41 | 9.8
inv | 14 | 1.4
nand2 | 39 | 3.9
nand4 | 8 | 1.3
nor2b | 4 | 0.67
nor3 | 4 | 0.53
o2111a | 2 | 0.60
a31oi | 4 | 0.67
mux2 | 4 | 1.2
nand2b | 5 | 0.83
xor2 | 18 | 4.2
o21ai | 10 | 1.4
a221o | 2 | 0.53
o211ai | 4 | 0.80
or4b | 2 | 0.63
mux2i | 3 | 0.80
ha | 12 | 4.0
and3 | 11 | 1.8
o221ai | 4 | 0.93
clkbuf | 7 | 0.70
and2 | 2 | 0.33
buf | 12 | 2.2
a21oi | 13 | 1.8
dfxtp | 20 | 11
nand3 | 28 | 3.7
or3 | 5 | 0.83
-- worst max-delay path, stage by stage (launching register included) --
cell and delay, ns:
dfrtp_1 0.37, ha_1 0.21, nand2_1 0.06, or2_2 0.32, nor2_1 0.24, nand2_1 0.09, nor2_1 0.20, nand3_1 0.12
mux2_2 0.27
-- sequential cells by signal, indices dropped and copies added, names as in the netlist --
name / flops
tcnt2: 20
lo_key: 1
div_count: 11
lo_res: 1
count_num: 7
digit_seg: 8
tcnt1: 20
digit: 1
-- metal layers --
metal | GRT usage (%) | wire (um)
met1 | 24.2 | 3260
met3 | 2.38 | 228
met5 | 0 | 0
met4 | 1.26 | 73
met2 | 23.2 | 2910
-- power by group through the flow --
stage / sequential (W) / clock (W) / combinational [W]
final: 0.000415 / 0.000228 / 0.0000100
after CTS: 0.000415 / 0.000240 / 0.0000107
after global routing: 0.000415 / 0.000255 / 0.0000121
-- final cells by class --
| type | count | area [um2] |
|---|---|---|
| Tap cell | 108 | 135 |
| Sequential cell | 69 | 1630 |
| Inverter | 14 | 52.6 |
| Clock buffer | 8 | 90.1 |
| Timing Repair Buffer | 16 | 150 |
| Fill cell | 835 | 4870 |
| Multi-Input combinational cell | 289 | 1970 |
Power is estimated from default activity; no workload was simulated.
